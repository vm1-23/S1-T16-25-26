[flow/design.v]
module smart_irrigation #(
    parameter NUM_USERS = 4,
    parameter WIDTH = 6,  
    parameter DEBOUNCE_WIDTH = 20
)(
    input  wire clk,                 
    input  wire rst_n,               
    input  wire clk_1hz,             
    input  wire flow_pulse_raw,      
    input  wire moisture_dry,        
    input  wire rain,                
    input  wire auto_cycle_start,            
    input  wire [1:0] user_select_manual,    
    input  wire reset_user,                  
    input  wire quota_wr,                    
    input  wire [WIDTH-1:0] quota_set,       
    input  wire manual_override,             
    output reg  valve_on,
    output reg  [NUM_USERS-1:0] quota_exceeded,
    output reg  [WIDTH-1:0]     usage_out,
    output reg  [WIDTH-1:0]     quota_out,
    output wire flow_boost_on,
    output wire sequencer_active,
    output wire [1:0] current_zone
);
    reg [WIDTH-1:0] quota [0:NUM_USERS-1];   
    reg [WIDTH-1:0] usage [0:NUM_USERS-1];   
    integer i;
    reg [4:0] hour_cnt;         
    wire peak_time;             
    always @(posedge clk_1hz or negedge rst_n) begin
        if (!rst_n)
            hour_cnt <= 0;
        else if (hour_cnt == 23)
            hour_cnt <= 0;
        else
            hour_cnt <= hour_cnt + 1;
    end
    assign peak_time = (hour_cnt >= 5'd10) && (hour_cnt <= 5'd16);
    localparam [2:0]
        S_IDLE   = 3'b000,
        S_ZONE_2 = 3'b001,  
        S_ZONE_0 = 3'b010,  
        S_ZONE_3 = 3'b011,  
        S_ZONE_1 = 3'b100;  
    reg [2:0] current_state;
    reg [1:0] internal_user_select_fsm;
    reg       internal_start_pulse;
    reg       internal_sequencer_active;
    reg irrigating_last;
    wire zone_finished_pulse = irrigating_last && !irrigating;
    always @(posedge clk or negedge rst_n) begin
        if (!rst_n) begin
            current_state <= S_IDLE;
            internal_start_pulse <= 1'b0;
        end else begin
            internal_start_pulse <= 1'b0;
            case (current_state)
                S_IDLE:
                    if (auto_cycle_start) begin
                        current_state <= S_ZONE_2;
                        internal_start_pulse <= 1'b1;
                    end
                S_ZONE_2:
                    if (zone_finished_pulse) begin
                        current_state <= S_ZONE_0;
                        internal_start_pulse <= 1'b1;
                    end
                S_ZONE_0:
                    if (zone_finished_pulse) begin
                        current_state <= S_ZONE_3;
                        internal_start_pulse <= 1'b1;
                    end
                S_ZONE_3:
                    if (zone_finished_pulse) begin
                        current_state <= S_ZONE_1;
                        internal_start_pulse <= 1'b1;
                    end
                S_ZONE_1:
                    if (zone_finished_pulse)
                        current_state <= S_IDLE;
                default:
                    current_state <= S_IDLE;
            endcase
        end
    end
    always @(*) begin
        case (current_state)
            S_IDLE:   begin internal_user_select_fsm = 2'b00; internal_sequencer_active = 1'b0; end
            S_ZONE_2: begin internal_user_select_fsm = 2'b10; internal_sequencer_active = 1'b1; end
            S_ZONE_0: begin internal_user_select_fsm = 2'b00; internal_sequencer_active = 1'b1; end
            S_ZONE_3: begin internal_user_select_fsm = 2'b11; internal_sequencer_active = 1'b1; end
            S_ZONE_1: begin internal_user_select_fsm = 2'b01; internal_sequencer_active = 1'b1; end
            default:  begin internal_user_select_fsm = 2'b00; internal_sequencer_active = 1'b0; end
        endcase
    end
    wire [1:0] final_user_select = internal_sequencer_active ? internal_user_select_fsm : user_select_manual;
    assign sequencer_active = internal_sequencer_active;
    assign current_zone = final_user_select;
    wire flow_pulse_debounced;
    debounce_pulse #(.WIDTH(DEBOUNCE_WIDTH)) u_debounce (
        .clk(clk),
        .rst_n(rst_n),
        .raw_in(flow_pulse_raw),
        .clean_out(flow_pulse_debounced)
    );
    reg irrigating;
    reg flow_pulse_last;
    wire [1:0] increment_val = peak_time ? 2'b10 : 2'b01;  
    wire [WIDTH-1:0] max_val = {WIDTH{1'b1}};
    always @(posedge clk or negedge rst_n) begin
        if (!rst_n) begin
            irrigating <= 1'b0;
            flow_pulse_last <= 1'b0;
            irrigating_last <= 1'b0;
            for (i = 0; i < NUM_USERS; i = i + 1) begin
                usage[i] <= {WIDTH{1'b0}};
                quota[i] <= {WIDTH{1'b0}};
            end
            usage_out <= {WIDTH{1'b0}};
            quota_out <= {WIDTH{1'b0}};
        end else begin
            flow_pulse_last <= flow_pulse_debounced;
            irrigating_last <= irrigating;
            if (reset_user)
                usage[final_user_select] <= {WIDTH{1'b0}};
            if (quota_wr)
                quota[final_user_select] <= quota_set;
            if (internal_start_pulse && !irrigating && moisture_dry && !rain && !quota_exceeded[final_user_select])
                irrigating <= 1'b1;
            else if (irrigating && (!moisture_dry || rain || quota_exceeded[final_user_select]))
                irrigating <= 1'b0;
            if (valve_on && flow_pulse_debounced && !flow_pulse_last) begin
                if (usage[final_user_select] <= max_val - {{(WIDTH-2){1'b0}}, increment_val})
                    usage[final_user_select] <= usage[final_user_select] + {{(WIDTH-2){1'b0}}, increment_val};
                else
                    usage[final_user_select] <= max_val;
            end
            usage_out <= usage[final_user_select];
            quota_out <= quota[final_user_select];
        end
    end
    always @(*) begin
        for (i = 0; i < NUM_USERS; i = i + 1)
            quota_exceeded[i] = (usage[i] >= quota[i]);
    end
    always @(*) begin
        if (rain)
            valve_on = 1'b0;
        else if (manual_override && !quota_exceeded[final_user_select])
            valve_on = 1'b1;
        else if (irrigating && !quota_exceeded[final_user_select])
            valve_on = 1'b1;
        else
            valve_on = 1'b0;
    end
    assign flow_boost_on = valve_on && peak_time;  
endmodule
module debounce_pulse #(
    parameter WIDTH = 20
)(
    input wire clk,
    input wire rst_n,
    input wire raw_in,
    output reg clean_out
);
    reg [WIDTH-1:0] counter;
    reg raw_sync_0;
    reg raw_sync_1;
    always @(posedge clk or negedge rst_n) begin
        if (!rst_n) begin
            raw_sync_0 <= 1'b0;
            raw_sync_1 <= 1'b0;
            counter    <= {WIDTH{1'b0}};
            clean_out  <= 1'b0;
        end else begin
            raw_sync_0 <= raw_in;
            raw_sync_1 <= raw_sync_0;
            if (raw_sync_1 == clean_out)
                counter <= {WIDTH{1'b0}};
            else if (counter != {WIDTH{1'b1}})
                counter <= counter + 1'b1;
            else begin
                clean_out <= raw_sync_1;
                counter <= {WIDTH{1'b0}};
            end
        end
    end
endmodule
[flow/run.sh]
#!/bin/bash
# OpenROAD 26Q1-2900-gdf79404cd8, Yosys 0.63+post, stock flow scripts
make -C /OpenROAD-flow-scripts/flow DESIGN_CONFIG=/design/flow/config.mk WORK_HOME=/design/flow/orfs finish
[flow/config.mk]
export PLATFORM = sky130hd
export DESIGN_NAME = smart_irrigation
export DESIGN_NICKNAME = smart_irrigation
export VERILOG_FILES = /design/flow/design.v
export SDC_FILE = /design/flow/constraint.sdc
export NUM_CORES = 4
export LEC_CHECK = 1
export CORE_UTILIZATION = 50
[flow/constraint.sdc]
current_design smart_irrigation

set clk_period 6.3
set clk_io_pct 0.2

create_clock -name clk0 -period $clk_period [get_ports {clk}]
create_clock -name clk1 -period $clk_period [get_ports {clk_1hz}]

set non_clock_inputs [all_inputs -no_clocks]
set_input_delay [expr $clk_period * $clk_io_pct] -clock clk0 $non_clock_inputs
set_output_delay [expr $clk_period * $clk_io_pct] -clock clk0 [all_outputs]
==> notes.md <==
Flow results are below.

- The flow ran to the end, and the final reports show no timing, DRC or antenna violations.
- The die boundary height is 102 µm, for reference.
- In this run the most critical hold path is launched from u_debounce.raw_sync_0.
- The cell area that synthesis handed to floorplanning was ~0.0050 mm².
- The warning tally printed by Yosys for this design is 4.
- The worst-path cell with the longest stage delay is and2_1, for reference.
- The endpoint of the worst hold path is reported as u_debounce.raw_sync_1.
- Gates resized during post-CTS repair numbered 0.
- The total power divided by cell area is between 200 and 300 mW/mm², for reference.
- The number of max-cap violations is 0, for reference.
- The CTS log lists the clock sinks for this run as between 90 and 100.
- Post-synth the commonest register cell is dfrtp_1.
- The slew at the pin closest to its max-slew limit is 850 ps, for reference.
- The worst flop-to-flop path startpoint is current_state[3], for reference.
- The headroom to the max-slew limit is 0.433, for reference.
- The final-report hold violation count is 0, for reference.
- The global-route wire length before repair is ~18000 µm, for reference.
- The total congestion overflow after global routing is 0, for reference.
- The dominant logic cell type in the layout is dfrtp_1, for reference.
- Looking at the setup timing report, the critical path kind is input port to primary output.
- Once detail routing completed, the nets flagged for antenna violations numbered 0.
- In the final timing run, aggregate negative setup slack is 0 ps.
- The cell count after synthesis is 475, for reference.
- The data required time at the worst endpoint is slightly above 5000 ps, for reference.
- After filler insertion, the fill cell instance count of the layout stands at between 800 and 900.
- The leakage power in the latest report is between 2 and 3 nW.
- The area of combinational cells with multiple inputs is ~0.0024 mm², for reference.
- The launching element type of the critical path is an input port, for reference.
- The number of global-route vias before repair came to 3448.
- The share of post-route cells with drive strength above 1 is 0.122, for reference.
- The sum of routed wire length over all layers is 11400 µm, for reference.
- The number of storage elements in the synthesis netlist is 97, for reference.
- The number of detailed-routing iterations run before antenna repair is 6, for reference.
- The area growth from synthesis to layout is 14.2%.
- The post-synth tally of flip-flops with integrated enable is 0, for reference.
- The count of unresolved DRC violations after routing is 0, for reference.
- The post-CTS repair timing setup buffer count is 0, for reference.
- The number of rows in the core area is 36, for reference.
- The initial detailed-routing violation count is ~140, for reference.
- For this run, asynchronously set or reset flops after synthesis account for 1.00.
- The initial antenna violation count came to 0.
- Yosys mapped the design onto about 57 distinct sky130hd cell types.
- The die footprint is around 0.010 mm², for reference.
- For flop-to-flop paths, the worst setup slack is about 2600 ps.
- The routed design ends up with an antenna cell count of 0.
- Once placement completed, the tool counted placed cells totaling between 600 and 700.
- The floorplan step defined a core boundary enclosing 0.00973 mm².
- TritonCTS built the clock tree.
- The warning total across the stage logs is 28, for reference.
- The tightest hold path in the finished design has a slack of between 300 and 400 ps.
- The tally of non-filler cells in the final layout is approximately 650, for reference.
- The number of pins exceeding their max-slew limit in the final report is 0, for reference.
- Across all layers, the routed design uses roughly 3700 vias.
- The worst-case vdd ir drop is around 0.00020 V, for reference.
- Setup violations remaining at the end of the flow were counted as 0.
- In the synthesis report, Yosys lists the chip area as roughly 0.0050 mm².
- The report gives the cell count of the worst hold path as 0.
- The report lists the cells along the critical path as clkdlybuf4s50_1 -> o21bai_1 -> and2_1 -> nand4_1 -> nand4_1 -> nor3_1 -> clkdlybuf4s50_1.
- The overall global routing resource usage is 0.240, for reference.
- The detailed-route wire length per cell is ~17 µm, for reference.
- At the end of routability-driven placement, the weighted congestion stood at ~0.86.
- The initial core utilization is 0.515, for reference.
- The register area share after synthesis is 0.485, for reference.
- The cell type that accounts for the most area after synthesis is dfrtp_1.
- The capturing point of the worst reg2reg path is usage[2][3], for reference.
- As logged by OpenROAD, the buffers inserted on ports number 37.
- The kind of end point of the critical path is a primary output, for reference.
- The maximum net fanout on the critical path is 20, for reference.
- From left edge to right edge, the die measures a little over 100 µm.
- The mean instance size in the synthesized netlist is between 10 and 15 µm², for reference.
- Setup repair after global routing left no endpoint under its margin.
- The worst register-to-register path has a depth of 14.
- The delay of the slowest cell on the worst path is ~700 ps, for reference.
- The area taken by sequential standard cells is reported as ~0.0024 mm².
- During I/O placement, the number of pins put on the boundary was 39.
- The critical path arrival is 3550 ps, for reference.
- After clock tree synthesis, the flow added hold-fix buffers numbering 0.
- The wire-length estimate of the detail-placed layout is ~8000 µm.
- For the final database, setup skew stands at ~14 ps.
- In the post-synthesis netlist, the biggest area contributors are dfrtp_1 (48%), ha_1 (7.5%), mux2_2 (5.6%).
- The pin count of the biggest net entering global routing is ~54, for reference.
- The synthesized netlist was found by Yosys to have between 400 and 500 cells.
- The worst hold-check path type is flop to flop, for reference.
- The vias per cell is between 5 and 6, for reference.
- Leaving out fill and tap cells, the most frequent cells in the layout are dfrtp_1 (96), nand2_1 (43), inv_1 (37), nor2_1 (37), clkdlybuf4s50_1 (36).
- The share of synthesized area in the top cell type comes to 0.480.
- The registers of the reported paths see a clock transition of 100 ps.
[stage by stage]
stage               total power, mW  setup WS (ps)  cell area [µm²]   util
finish                         1.67           1490             5720  0.588
global route                   1.77           1340             5720  0.588
CTS                            1.68           1510             5720  0.588
detailed placement             1.20           1430             5470  0.562
global placement               1.20           1530             5470  0.562
floorplan                      1.02           2480             5010      -
[routing by layer]
metal | part of all wire | global-route usage | wire length (µm)
met4 | 0.015 | 0.0341 | 171
met1 | 0.49 | 0.379 | 5540
met5 | 0 | 0 | 0
met3 | 0.062 | 0.0640 | 710
met2 | 0.44 | 0.355 | 4950
[cells in the mapped netlist, types with 10 or more instances]
cell type  number
a21oi_1        16
a32o_1         20
dfrtp_1        96
ha_1           30
inv_1          37
mux2_2         25
nand2_1        43
nand2b_1       10
nand3_1        10
nor2_1         37
o21ai_0        17
xor2_1         12
[state kept, by name (all words and copies together) (netlist names), named ones only]
| register | flops |
|---|---|
| current_state | 2 |
| flow_pulse_last | 1 |
| hour_cnt | 5 |
| internal_start_pulse | 1 |
| irrigating | 1 |
| irrigating_last | 1 |
| quota | 24 |
| quota_out | 6 |
| u_debounce.clean_out | 1 |
| u_debounce.counter | 20 |
| u_debounce.raw_sync_0 | 1 |
| u_debounce.raw_sync_1 | 1 |
| usage | 24 |
| usage_out | 6 |
[worst max-delay path by stage]
stage / from / to / cells past startpoint
6_report: user_select_manual[1] / flow_boost_on / 7
5_1_grt: user_select_manual[1] / flow_boost_on / 7
4_1_cts: user_select_manual[1] / flow_boost_on / 7
[critical path: cells and delay by family]
kind / cells / cell delay, ps
AOI/OAI and AO/OA: 1 / 190
buffers and inverters: 2 / 930
and+or+nand+nor: 4 / 1170
[final cells by class]
cell class,count,share of cell area
timing repair buffer,39,0.0669
clock inverter,7,0.0142
inverter,37,0.0243
sequential,97,0.424
tap,133,0.0291
multi-input combinational,324,0.412
clock buffer,13,0.0295
[power by group]
group	switching, mW	total (mW)	leakage (nW)	internal (mW)
sequential	0.0658	0.778	1.28	0.712
combinational	0.210	0.416	1.25	0.206
clock	0.239	0.473	0.129	0.234
[cells by family after synthesis]
family / Yosys count / share of synthesized area
buf+inv: 54 / 0.0450
mux: 28 / 0.0632
simple gates: 138 / 0.137
fa+ha+maj: 31 / 0.0789
flops: 97 / 0.485
xor+xnor: 21 / 0.0367
compound gates: 106 / 0.154
Power and IR drop assume default switching activity.
